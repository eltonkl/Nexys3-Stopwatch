**./design.v**
```verilog
`timescale 1ns / 1ps
module BtnDebouncer(
    input btnS,
	input clk,
    output O
    );
	reg[2:0] 	step_d;
	reg			clk_en_d;
	reg			o;
	assign O = o;
	initial
		begin
			step_d = 0;
			clk_en_d = 0;
			o = 0;
		end
	always @ (posedge clk)
		begin
			clk_en_d <= clk;
		end
	always @ (posedge clk)
		begin
			step_d[2:0]  <= {btnS, step_d[2:1]};
        end
    always @ (posedge clk)
		begin
			o <= ~step_d[0] & step_d[1] & clk_en_d;
		end
endmodule
`timescale 1ns / 1ps
module ClockDivider(
    input M_CLK,
    output ONE_CLK,
    output TWO_CLK,
    output FAST_CLK,
    output ADJ_CLK
    );
	reg[26:0] 	one_counter;	 
	reg[25:0]	two_counter;	 
	reg[17:0]	fast_counter;	 
	reg[24:0]	adj_counter;	 
	reg one_clk;
	reg two_clk;
	reg fast_clk;
	reg adj_clk;
	assign ONE_CLK = one_clk;
	assign TWO_CLK = two_clk;
	assign FAST_CLK = fast_clk;
	assign ADJ_CLK = adj_clk;
	initial
		begin
			one_counter = 0;
			two_counter = 0;
			fast_counter = 0;
			adj_counter = 0;
			one_clk = 0;
			two_clk = 0;
			fast_clk = 0;
			adj_clk = 0;
		end
	always @ (posedge M_CLK)
		begin
			if (one_counter == 100000000)
				begin
					one_counter <= 0;
					one_clk <= 1;
				end
			else
				begin
					one_counter <= one_counter + 27'b1;
					one_clk <= 0;
				end
			if (two_counter == 50000000)
				begin
					two_counter <= 0;
					two_clk <= 1;
				end
			else
				begin
					two_counter <= two_counter + 26'b1;
					two_clk <= 0;
				end
			if (fast_counter == 160000)
				begin
					fast_counter <= 0;
					fast_clk <= 1;
				end
			else
				begin
					fast_counter <= fast_counter + 18'b1;
					fast_clk <= 0;
				end
			if (adj_counter == 20000000)
				begin
					adj_counter <= 0;
					adj_clk <= 1;
				end
			else
				begin
					adj_counter <= adj_counter + 25'b1;
					adj_clk <= 0;
				end	
		end
endmodule
`timescale 1ns / 1ps
module DispTime(
    input FAST_CLK,
    input EN,
    input [3:0] MT,
    input [3:0] MO,
	input [3:0] ST,
	input [3:0] SO,
    output [3:0] A,
    output [6:0] C
    );
	reg[1:0] digitIndex;
	reg[3:0] a;
	reg[6:0] c;
	assign A = a;
	assign C = c;
	initial
		begin
			digitIndex = 0;
			a = 'b0001;
			c = 'b0000000;
		end
	always @ (posedge FAST_CLK)
		begin
			if (digitIndex == 0)
				begin
					digitIndex <= 3;
				end
			else
				begin
					digitIndex <= digitIndex - 2'b1;
				end
			case(digitIndex)
				3:
					begin
						bin2seg(MT, c);
						a = 'b0111;
					end
				2:
					begin
						bin2seg(MO, c);
						a = 'b1011;
					end
				1:
					begin
						bin2seg(ST, c);
						a = 'b1101;
					end
				default:
					begin
						bin2seg(SO, c);
						a = 'b1110;
					end
			endcase
		end
	task bin2seg;
		input [3:0] number;
		output [6:0] segment;
		begin
			if (EN == 1)
				begin
					case(number)
						1: segment = 'b1111001;
						2: segment = 'b0100100;
						3: segment = 'b0110000;
						4: segment = 'b0011001;
						5: segment = 'b0010010;
						6: segment = 'b0000010;
						7: segment = 'b1111000;
						8: segment = 'b0000000;
						9: segment = 'b0010000;
						default: segment = 'b1000000;
					endcase
				end
			else
				begin
					segment = 'b1111111;
				end
		end
	endtask
endmodule
`timescale 1ns / 1ps
module Stopwatch(
    input sw6,  
    input sw7,  
    input btnR,  
    input btnS,  
    input clk,
    output [6:0] seg,
	output [3:0] an
    );
	wire one_clk;
	wire two_clk;
	wire fast_clk;
	wire adj_clk;
	wire sel;
	wire adj;
	wire reset;
	wire pause;
	SwitchDebouncer sel_db(
		.clk(fast_clk),
		.switch(sw6),
		.O(sel)
	);
	SwitchDebouncer adj_db(
		.clk(fast_clk),
		.switch(sw7),
		.O(adj)
	);
	BtnDebouncer reset_db(
		.clk(fast_clk),
		.btnS(btnR),
		.O(reset)
	);
	BtnDebouncer pause_db(
		.clk(fast_clk),
		.btnS(btnS),
		.O(pause)
	);
	ClockDivider cd(
		.M_CLK(clk),
		.ONE_CLK(one_clk),
		.TWO_CLK(two_clk),
		.FAST_CLK(fast_clk),
		.ADJ_CLK(adj_clk)
	);
	wire [3:0] mt;
	wire [3:0] mo;
	wire [3:0] st;
	wire [3:0] so;
	wire adj_mode;
	TimeToDisplay ttd(
		.SEL(sel),
		.ADJ(adj),
		.RESET(reset),
		.PAUSE(pause),
		.ONE_CLK(one_clk),
		.TWO_CLK(two_clk),
		.ADJ_CLK(adj_clk),
		.M_CLK(clk),
		.MT(mt),
		.MO(mo),
		.ST(st),
		.SO(so),
		.ADJ_MODE(adj_mode)
	);
	DispTime dt(
		.FAST_CLK(fast_clk),
		.EN(adj_mode),
		.MT(mt),
		.MO(mo),
		.ST(st),
		.SO(so),
		.A(an),
		.C(seg)
	);
endmodule
`timescale 1ns / 1ps
module SwitchDebouncer(
    input switch,
	input clk,
    output O
    );
	reg[2:0] 	step_d;
	reg			clk_en_d;
	reg			o;
	assign O = o;
	initial
		begin
			step_d = 0;
			clk_en_d = 0;
			o = 0;
		end
	always @ (posedge clk)
		begin
			clk_en_d <= clk;
		end
	always @ (posedge clk)
		begin
			step_d[2:0]  <= {switch, step_d[2:1]};
        end
    always @ (posedge clk)
		begin
			o <= step_d[0] & step_d[1] & clk_en_d;
		end
endmodule
`timescale 1ns / 1ps
module TimeToDisplay(
    input SEL,
    input ADJ,
    input ONE_CLK,
    input TWO_CLK,
    input ADJ_CLK,
	input M_CLK,
	input RESET,
    input PAUSE,
    output [3:0] MT,
    output [3:0] MO,
    output [3:0] ST,
    output [3:0] SO,
    output ADJ_MODE
    );
	parameter MINUTES = 0;
	parameter SECONDS = 1;
	reg[3:0] mt;
	reg[3:0] mo;
	reg[3:0] st;
	reg[3:0] so;
	reg adj_mode;
	assign MT = mt;
	assign MO = mo;
	assign ST = st;
	assign SO = so;
	assign ADJ_MODE = adj_mode;
	reg is_paused;
	reg do_reset;
	initial
		begin
			mt = 'b0000;
			mo = 'b0000;
			st = 'b0000;
			so = 'b0000;
			is_paused = 0;
			do_reset = 0;
		end
	always @ (posedge M_CLK)
	begin
		if (RESET == 1)
			begin
				do_reset = 1;
			end
		if (ADJ == 1 && TWO_CLK == 1)
			begin
				if (do_reset == 1)
					begin
						mt = 'b0000;
						mo = 'b0000;
						st = 'b0000;
						so = 'b0000;
						do_reset = 0;
					end
				else if (SEL == MINUTES)
					begin
						incMin();
					end
				else
					begin
						incSec();
					end
			end
		else if (ADJ == 0 && is_paused == 0 && ONE_CLK == 1)
			begin
				if (do_reset == 1)
					begin
						mt = 'b0000;
						mo = 'b0000;
						st = 'b0000;
						so = 'b0000;
						do_reset = 0;
					end
				else
					begin
						incSec();
					end
			end
	end
	always @ (posedge ADJ_CLK)
		if (ADJ == 1)
			begin
				adj_mode = ~adj_mode;
			end
		else
			begin
				adj_mode = 1;
			end
	always @ (PAUSE)
		if (PAUSE == 1)
			begin
				is_paused <= ~is_paused;
			end
	task incMin;
		begin
			if (mo + 4'b0001 >= 10)
				begin
					mo = 0;
					if (mt + 4'b0001 >= 10)
						begin
							mt = 4'b0000;
						end
					else
						begin
							mt = mt + 4'b0001;
						end
				end
			else
				begin
					mo = mo + 4'b0001;
				end
		end
	endtask
	task incSec;
		begin
			if (so + 4'b0001 >= 10)
				begin
					so = 0;
					if (st + 4'b0001 >= 6)
						begin
							st = 0;
							incMin();
						end
					else
						begin
							st = st + 4'b0001;
						end
				end
			else
				begin
					so = so + 4'b0001;
				end
		end
	endtask
endmodule
```
**./run.sh**
```bash
#!/bin/bash
# OpenROAD 26Q1-2900-gdf79404cd8, Yosys 0.63+post, stock flow scripts
make -C /OpenROAD-flow-scripts/flow DESIGN_CONFIG=/design/flow/config.mk WORK_HOME=/design/flow/orfs finish
```
**./config.mk**
```make
export PLATFORM = sky130hd
export DESIGN_NAME = Stopwatch
export DESIGN_NICKNAME = Stopwatch
export VERILOG_FILES = /design/flow/design.v
export SDC_FILE = /design/flow/constraint.sdc
export NUM_CORES = 4
export LEC_CHECK = 1
export CORE_UTILIZATION = 50
```
**./constraint.sdc**
```tcl
current_design Stopwatch

set clk_period 3.8
set clk_io_pct 0.2

create_clock -name clk0 -period $clk_period [get_ports {clk}]

set non_clock_inputs [all_inputs -no_clocks]
set_input_delay [expr $clk_period * $clk_io_pct] -clock clk0 $non_clock_inputs
set_output_delay [expr $clk_period * $clk_io_pct] -clock clk0 [all_outputs]
```
==> Slide: Implementation Results <==
Physical Implementation Snapshot

Status
  – Status: completed

Die
  – I/O pin count: 16
  – Die Ht: roughly 120 um
  – Core area: 0.0134 mm2
  – Row Count: 42
  – Die ar.: approximately 0.014 mm2
  – Pre-Place Util: 0.517
  – Die X: ~120 um

Drt
  – WL/cell: between 10 and 15 um
  – Final Routed Wirelength: 11800 um
  – ANT cells: 0
  – DRT iter0 DRCs: between 300 and 400
  – Average via count per standard cell: approximately 5.2
  – # DRC: 0
  – First-pass DRT Iterations: 5
  – Vias post-DR: 4919
  – Remaining antenna violation count: 0

GRT
  – Vias in the first global route: between 4000 and 5000
  – Largest net degree at the start of global routing: 32
  – Global-route usage over all layers: 0.181
  – Overflow after GRT: 0
  – Initial antenna violation count: 0
  – First-pass GRT wire length: about 21000 um

Clocking
  – H-tree depth: 4
  – Latency at later pin: approximately 0.40 ns
  – Root buffer cell: clkbuf_16
  – Clock slew at reported path FFs: 0.06 ns
  – CTS max path bufs: 2
  – # Post-CTS Setup Buffers: 0
  – Post-CTS sizing: 0
  – Num CTS Buffers: 17
  – Post-CTS Hold Buffers: 0
  – CTS tree: done

Final layout
  – Layout area overhead: 12.0%
  – Finished Cell Area: approximately 0.0078 mm2
  – Share of cells above drive strength 1: 0.0775

Worst hold path
  – Hold Crit Depth: 1
  – Worst hold path startpoint: cd.fast_counter[17]
  – Worst hold path type: reg2reg
  – Hold endpoint: cd.fast_counter[17]

Yosys
  – Yosys Warn Count: 6
  – Syn_area_per_cell: 9.45 um2
  – Top cells by area: dfxtp_1 38%, xnor2_1 8.2%, edfxtp_1 6.9%, ha_1 5.8%, nor2_1 4.7%
  – Mapped Cells: approximately 730
  – Top_reg_cell synth: dfxtp_1
  – Yosys stat chip area: approximately 0.007 mm2
  – Top area contributor share: 0.381
  – Yosys cell count: about 730
  – Largest area contributor in the netlist: dfxtp_1
  – Asr flop ratio synth: 0
  – Number of enable flip-flop cells: 16
  – Ys flops: about 150
  – Synthesized area: 0.00693 mm2
  – Number of distinct library cells after synthesis: ~70

Place
  – Routability cong.: 0.914
  – Port buffer count: 15
  – Post-DP Area: slightly above 0.007 mm2
  – Post-DP HPWL: between 8000 and 9000 um

Power
  – Leak Pwr: between 2 and 3 nW
  – Pwr dens: 352 mW/mm2
  – Worst VDD drop: approximately 0.00036 V

Timing
  – Endpoints left unconstrained: about 43
  – Final Hold Fails: 0
  – Slew @ Worst Pin: between 0.8 and 0.9 ns
  – RSZ-0062 raised after global routing: false
  – Setup-failing EPs final: 0
  – Post-layout period usage: 0.715
  – Max-slew headroom: 0.437
  – Max Clk Rate: between 300 and 400 MHz
  – Final critical-path required period: about 2.7 ns
  – Clock skew: between 0.007 and 0.008 ns
  – Register pins left without a clock: 32
  – Setup TNS: 0 ns
  – Final Slew Violations: 0

Critical path
  – R2R Path End: ttd.mt[3]
  – R2R cell count: 8
  – CP Capture Type: flop
  – Worst Path Max Fanout: 11
  – Critical R2R Launch: ttd.st[0]
  – Element type at the critical path start: flop
  – Reg2Reg Setup Slack: about 1.1 ns
  – Worst endpoint required time: between 3 and 4 ns
  – WP data arrival: between 2 and 3 ns
  – Setup Crit Path Kind: reg2reg

Run
  – OpenROAD warnings: 48
  – Max_cap viols: 0
==> per-stage QoR <==
stage	hold WS, ns	cells	power (mW)	setup slack (ns)	utilization
5_1_grt	0.507	937	2.82	0.872	0.579
3_5_place_dp	0.461	905	1.28	1.15	0.538
4_1_cts	0.476	937	2.77	1.12	0.579
2_1_floorplan	0.427	733	1.28	1.58	-
6_report	0.474	937	2.73	1.08	0.579
3_3_place_gp	0.449	905	1.28	1.25	0.538
==> how the worst max path moves through the flow <==
| stage | endpoint | startpoint | slack (ns) |
|---|---|---|---|
| finish | ttd.mt[3] | ttd.st[0] | 1.08 |
| CTS | ttd.mt[3] | ttd.st[0] | 1.12 |
| global route | ttd.mt[0] | ttd.st[0] | 0.87 |
==> synthesized netlist by cell type, types with 2 or more instances <==
cell and n:
nor2b_1 8, and4_4 2, nor3b_1 2, nor3_2 6, buf_2 6, xnor2_1 65
nor4b_1 8, clkbuf_1 10, nor2_1 86, and4_1 5, and3_1 15, o221ai_1 4
o21ai_0 31, nand4_4 2, nor3_1 14, nand4_1 24, and2_1 3, ha_1 32
nand2b_1 6, or2_2 2, o21a_1 3, a21oi_1 28, mux2i_1 8, or3_1 3
clkbuf_2 2, and4b_1 2, nor4_1 8, edfxtp_1 16, and3b_1 2, a222oi_1 7
xor2_1 22, nand2_1 46, nand3_1 41, nor4_4 2, o22ai_1 2, dfxtp_1 132
inv_1 40, nand3b_1 5, buf_6 2
==> state kept, by name (all words and copies together) (netlist names), 4 cells and up <==
signal / cells
ttd.mo: 4
cd.two_counter: 26
cd.fast_counter: 18
dt.c: 7
cd.adj_counter: 25
ttd.so: 4
dt.a: 4
ttd.mt: 4
ttd.st: 4
cd.one_counter: 27
==> layer usage <==
layer / share of wire / GRT usage / up-vias
li1: - / - / 2585
met1: 0.53 / 0.303 / 2242
met2: 0.42 / 0.258 / 82
met3: 0.041 / 0.0345 / 10
met4: 0.010 / 0.0258 / 0
met5: 0 / 0 / -
==> critical path, cell delays in order, from the launching register on <==
cell,delay (ns)
edfxtp_1,0.47
inv_1,0.13
ha_1,0.38
a2111oi_1,0.46
a21oi_1,0.07
nor3b_2,0.19
a21oi_2,0.41
nor2_1,0.20
mux2i_1,0.15
==> area by class of cell <==
| cell class | instances | area (um2) |
|---|---|---|
| fillers | 1130 | 5640 |
| flip-flops and latches | 149 | 3140 |
| clock inverters | 15 | 131 |
| well taps | 176 | 220 |
| clock buffers | 17 | 425 |
| multi-input cells | 519 | 3500 |
| inverters | 42 | 163 |
| repair buffers | 19 | 180 |
==> placed cells by master, fill, tap and decap left out, types with 3 or more instances in the layout <==
master	instances
a21oi_1	28
a222oi_1	7
and2_1	3
and3_1	15
and4_1	5
buf_4	4
clkbuf_16	17
clkdlybuf4s50_1	15
clkinv_1	3
clkinv_4	6
clkinvlp_4	3
dfxtp_1	132
edfxtp_1	16
ha_1	32
inv_1	40
mux2i_1	8
nand2_1	46
nand2b_1	6
nand3_1	41
nand3b_1	5
nand4_1	24
nor2_1	86
nor2b_1	8
nor3_1	14
nor3_2	6
nor4_1	8
nor4b_1	8
o21a_1	3
o21ai_0	31
o221ai_1	4
or3_1	3
xnor2_1	65
xor2_1	22
==> power breakdown <==
group	internal (mW)	total [mW]	switching, mW
Clock	0.898	1.48	0.578
Combinational	0.00350	0.00385	0.000351
Sequential	1.25	1.25	0
Total	2.15	2.73	0.578
==> cells by family after synthesis <==
kind of cell / count (synthesis) / share of synthesized area
AND/OR/NAND/NOR: 302 / 0.242
flip-flops: 148 / 0.451
AND-OR/OR-AND: 90 / 0.0840
XOR/XNOR: 87 / 0.110
buffers and inverters: 65 / 0.0417
adder cells (fa/ha/maj): 32 / 0.0578
multiplexers: 8 / 0.0116
latches: 1 / 0.00217
Power and IR drop assume default switching activity.
